===== /design/flow/config.mk =====
export PLATFORM = sky130hd
export DESIGN_NAME = altecc_enc
export DESIGN_NICKNAME = altecc_enc
export VERILOG_FILES = /design/flow/design.v
export SDC_FILE = /design/flow/constraint.sdc
export NUM_CORES = 4
export LEC_CHECK = 1
export CORE_AREA = 10 10 70 70
export DIE_AREA = 0 0 80 80

===== /design/flow/constraint.sdc =====
current_design altecc_enc

set clk_period 1.5
set clk_io_pct 0.2

create_clock -name clk0 -period $clk_period

set non_clock_inputs [all_inputs -no_clocks]
set_input_delay [expr $clk_period * $clk_io_pct] -clock clk0 $non_clock_inputs
set_output_delay [expr $clk_period * $clk_io_pct] -clock clk0 [all_outputs]

===== /design/flow/design.v =====
module altecc_enc (
    d_i,               
    q_o                
);
parameter K       = 8;  
parameter LATENCY = 0;  
localparam m = calculate_m(K);
localparam n = m + K;
function integer calculate_m;
  input integer k;
  integer m;
begin
  m=1;
  while (2**m < m+k+1) m=m+1;
  calculate_m = m;
end
endfunction  
input  [K-1:0] d_i;
output [n  :0] q_o;
wire [m:1] p;
wire       p0;
ecc_enc #(K) ecc_enc_inst (
  .d_i  (d_i ),
  .q_o  ( ),
  .p_o  ( p  ),
  .p0_o ( p0 )
);
assign q_o = {p0,p,d_i};
endmodule
module ecc_enc #(
  parameter K       = 8,  
  parameter P0_LSB  = 1,  
  parameter m = calculate_m(K),
  parameter n = m + K
)
(
  input  [K-1:0] d_i,       
  output [n  :0] q_o,       
  output [m  :1] p_o,       
  output         p0_o       
);
function integer calculate_m;
  input integer k;
  integer m;
begin
  m=1;
  while (2**m < m+k+1) m++;
  calculate_m = m;
end
endfunction  
function [n:1] store_dbits_in_codeword;
  input [K-1:0] d;
  integer bit_idx, cw_idx;
begin
    store_dbits_in_codeword = 0;
    bit_idx=0;  
    for (cw_idx=1; cw_idx<=n; cw_idx++)
      if (2**$clog2(cw_idx) != cw_idx)
        store_dbits_in_codeword[cw_idx] = d[bit_idx++];
end
endfunction  
function [m:1] calculate_p;
  input [n:1] cw;
  integer p_idx, cw_idx;
begin
    calculate_p = 0;
    for (p_idx =1; p_idx <=m; p_idx++)   
    for (cw_idx=1; cw_idx<=n; cw_idx++)  
      if (|(2**(p_idx-1) & cw_idx)) calculate_p[p_idx] = calculate_p[p_idx] ^ cw[cw_idx];
end
endfunction  
function [n:1] store_p_in_codeword;
  input [n:1] cw;
  input [m:1] p;
  integer i;
begin
    store_p_in_codeword = cw;
    for (i=1; i<=m; i=i+1)
      store_p_in_codeword[2**(i-1)] = p[i];
end
endfunction  
logic [n:1] cw_w_dbits;  
logic [n:1] cw;          
assign cw_w_dbits = store_dbits_in_codeword(d_i);
assign p_o = calculate_p(cw_w_dbits);
assign cw = store_p_in_codeword(cw_w_dbits, p_o);
assign p0_o = ^cw;
assign q_o  = P0_LSB ? {cw,p0_o} : {p0_o,cw};
endmodule

===== /design/flow/run.sh =====
#!/bin/bash
# OpenROAD 26Q1-2900-gdf79404cd8, Yosys 0.63+post, stock flow scripts
make -C /OpenROAD-flow-scripts/flow DESIGN_CONFIG=/design/flow/config.mk WORK_HOME=/design/flow/orfs finish

==> deck_impl_summary.md <==
Implementation Results

Run status
  – Status: complete, but fails checks
  – Failing checks: negative setup slack

Pwr
  – Design Power: 0.313 mW
  – Sequential power share: 0%
  – Peak supply drop: 0.0887 mV
  – Leak: 0.280 nW
  – Sw Share: 28.6%
  – Clock Power Share: 0%
  – Pwr per Cell Area: 515 nW/um^2
  – Cell Int Power: 0.223 mW
  – Net Switching: 0.0893 mW
  – Gate power share: 100.0%

Critical path
  – Crit-path leading delay family: buffers and inverters
  – Crit. End Element: primary output
  – CP max stage delay: 0.21 ns
  – Worst setup SP type: input port
  – Worst EP arrival: 1.34 ns
  – CP cell instances: clkdlybuf4s15_2 -> xnor2_2 -> buf_4 -> xor2_2 -> buf_4 -> xnor2_2 -> buf_2
  – Worst Path Max Fanout: 2
  – Slowest CP cell: clkdlybuf4s15_2
  – Required @ worst endpoint: 1.20 ns
  – Worst Path Buf+Inv: 4
  – Critical path class: input port to primary output

Timing
  – Worst setup margin: -0.138 ns
  – Slew @ Worst Pin: 0.250 ns
  – Final Hold Violation Tally: 0
  – Setup TNS: -0.206 ns
  – Slew Viols, Final: 0
  – RSZ-0062 raised after global routing: true
  – FMAX: 0.611 GHz
  – Tcrit/Tclk final: 109%
  – Slew headroom: 83.3%
  – Finish-stage setup viols: 2
  – Crit path time final: 1.64 ns

Layout
  – Clkbuf count: 0
  – Layout cells sized above 1: 76.6%
  – Post-Layout Inst Area: 607 um^2
  – # fillers: 390
  – Register Area: 0 um^2
  – FFs & Latches: 0
  – Synth-to-Final Area Change: 182%
  – Core Util, Final: 17.8%
  – Comb gate area: 205 um^2
  – Final Instance Count excl. Fillers: 93

Logic synthesis
  – Cell variety after synth: 5
  – Mapped Area: 215 um^2
  – Syn avg cell area: 10.2 um^2
  – Mapped Cells: 21
  – Cell taking the most area after synthesis: buf_4
  – Ys cells: 21
  – Synth Seq Share: 0%
  – Area leader share: 31.4%
  – Ys Warns: 1
  – Chip Area, Yosys: 215 um^2
  – Top cells by area: buf_4, xnor2_1, xnor3_1

Detailed routing
  – Routed wire per std cell: 8.74 um
  – Antenna cells: 0
  – Uppermost layer routed: met3
  – # DRC: 0
  – DRT antenna net count: 0
  – Routed wl met2: 374 um
  – Routed vias: 220
  – DRT iter0 DRCs: 2
  – WL met1: 333 um
  – Drt via density: 2.37
  – Met3 wire len: 105 um
  – Wirelength, routed: 813 um
  – Drt pass-1 iters: 3

Floorplanning
  – Core outline area: 3420 um^2
  – Chip width: 80 um
  – Row count: 21
  – Die Y: 80 um
  – IO Pins: 21
  – Die ar.: 6400 um^2
  – Pre-Place Util: 6.30%

Worst hold path
  – Worst hold path class: input port to primary output

GRT
  – Grt ovf: 0
  – Initial antenna violation count: 0
  – Pin count of the biggest net entering global routing: 4
  – Gr usage total: 2.27%
  – Vias in the first global route: 214
  – First-pass GRT wire length: 1180 um

Placement
  – Post-DP HPWL: 683 um
  – Port Buffer Count: 21
  – Placed inst area: 475 um^2
  – Final RePlAce weighted congestion: 0.755
  – Placed insts: 87

Job
  – Tool warnings: 34
  – Max-Cap Viols: 0
-- power by group through the flow --
stage                 Combinational [mW]  Sequential [mW]  Clock [mW]
final                              0.313                0           0
after global routing               0.338                0           0
after CTS                          0.311                0           0
-- cells in the final DEF, fill, tap and decap left out --
| cell type | netlist | layout |
|---|---|---|
| buf_6 | 0 | 10 |
| clkdlybuf4s50_1 | 0 | 8 |
| buf_4 | 9 | 8 |
| xnor2_2 | 2 | 6 |
| buf_2 | 0 | 4 |
| buf_12 | 0 | 2 |
| xnor3_2 | 0 | 1 |
| xor2_1 | 2 | 1 |
| xnor2_1 | 6 | 1 |
| xnor3_1 | 2 | 1 |
| xor2_2 | 0 | 1 |
| xnor2_4 | 0 | 1 |
| clkdlybuf4s15_2 | 0 | 1 |
| buf_8 | 0 | 1 |
| clkbuf_2 | 0 | 1 |
-- area by class of cell --
class / count / share of cell area (%)
timing repair buffer: 35 / 56.7
tap: 46 / 9.48
multi-input combinational: 12 / 33.8
-- routing by layer --
metal / vias up / global-route usage [%]
met4: 0 / 0
li1: 107 / -
met1: 100 / 2.88
met5: - / 0
met2: 13 / 3.93
met3: 0 / 0.682
-- cells by family after synthesis --
logic type  synth area share [%]
buf+inv                     31.4
xor+xnor                    68.6
-- per-stage QoR --
step           hold slack, ns  worst slack [ns]
2_1_floorplan           0.631            0.0679
3_3_place_gp             1.47            -0.900
4_1_cts                 0.941            -0.159
5_1_grt                 0.945            -0.201
6_report                0.929            -0.138
3_5_place_dp             1.47            -0.912
-- cell usage after synthesis --
cell     count
buf_4        9
xnor2_1      6
xnor2_2      2
xnor3_1      2
xor2_1       2
-- path summary, 6_finish.rpt --
path | end | cells past startpoint | from | slack, ns
worst max-delay path | q_o[12] | 7 | d_i[0] | -0.14
worst min-delay path | q_o[8] | 4 | d_i[4] | 0.93
-- timing repair --
item                       in CTS  in global routing
hold buffers                    0                  0
setup endpoints to repair      13                  5
pin swaps                       6                  7
resized                        57                 10
buffers inserted                7                  2
No activity file was given, so power comes from the tool's default toggle rates.
