<file path="/design/flow/run.sh">
#!/bin/bash
# OpenROAD 26Q1-2900-gdf79404cd8, Yosys 0.63+post, stock flow scripts
make -C /OpenROAD-flow-scripts/flow DESIGN_CONFIG=/design/flow/config.mk WORK_HOME=/design/flow/orfs finish
</file>
<file path="/design/flow/config.mk">
export PLATFORM = sky130hd
export DESIGN_NAME = altecc_dec
export DESIGN_NICKNAME = altecc_dec
export VERILOG_FILES = /design/flow/design.v
export SDC_FILE = /design/flow/constraint.sdc
export NUM_CORES = 4
export LEC_CHECK = 1
export CORE_AREA = 10 10 70 70
export DIE_AREA = 0 0 80 80
</file>
<file path="/design/flow/constraint.sdc">
current_design altecc_dec

set clk_period 7.1
set clk_io_pct 0.2

create_clock -name clk0 -period $clk_period

set non_clock_inputs [all_inputs -no_clocks]
set_input_delay [expr $clk_period * $clk_io_pct] -clock clk0 $non_clock_inputs
set_output_delay [expr $clk_period * $clk_io_pct] -clock clk0 [all_outputs]
</file>
<file path="/design/flow/design.v">
module altecc_dec (
    d_i,               
    q_o,               
    syndrome_o,        
    sb_err_o,          
    db_err_o,          
    sb_fix_o           
);
parameter K       = 8;  
parameter LATENCY = 0;  
localparam m = calculate_m(K);
localparam n = m + K;
input  [n  :0] d_i;
output [K-1:0] q_o;
output [m  :0] syndrome_o;
output         sb_err_o;
output         db_err_o;
output         sb_fix_o;
function integer calculate_m;
  input integer k;
  integer m;
begin
  m=1;
  while (2**m < m+k+1) m=m+1;
  calculate_m = m;
end
endfunction  
function is_power_of_2(input int arg);
    is_power_of_2 = (arg & (arg-1)) == 0;
endfunction
function [n:1] gen_codeword;
  input [K-1:0] ibv;
  input [m  :1] pbv;
  integer i,j;
begin
    gen_codeword = 0;
    j=0;  
    for (i=1; i<= n; i=i+1)
    begin
        if (!is_power_of_2(i))
        begin
            gen_codeword[i] = ibv[j];
            j = j+1;
        end
    end  
    for (i=1; i<=m; i=i+1)
      gen_codeword[2**(i-1)] = pbv[i];
end
endfunction  
wire [K-1:0] ibv;
wire [m-1:0] pbv;
wire         p0;
wire [n  :0] cw;
assign ibv = d_i[0 +: K];
assign pbv = d_i[K +: m];
assign p0  = d_i[n];
assign cw  = {p0, gen_codeword(ibv, pbv)};
ecc_dec #(K,LATENCY,0) ecc_dec_inst (
  .rst_ni     ( 1'b0       ),
  .clk_i      ( 1'b0       ),
  .clkena_i   ( 1'b0       ),
  .d_i        ( cw         ),
  .q_o        ( q_o        ),
  .syndrome_o ( syndrome_o ),
  .sb_err_o   ( sb_err_o   ),
  .db_err_o   ( db_err_o   ),
  .sb_fix_o   ( sb_fix_o   )
);
endmodule
module ecc_dec #(
  parameter K       = 8,  
  parameter LATENCY = 0,  
  parameter P0_LSB  = 1,  
  parameter m = calculate_m(K),
  parameter n = m + K
)
(
  input              rst_ni,      
  input              clk_i,       
  input              clkena_i,    
  input      [n  :0] d_i,         
  output reg [K-1:0] q_o,         
  output reg [m  :0] syndrome_o,  
  output reg         sb_err_o,    
  output reg         db_err_o,    
  output reg         sb_fix_o     
);
function integer calculate_m(input integer k);
  integer m;
begin
  m=1;
  while (2**m < m+k+1) m++;
  calculate_m = m;
end
endfunction  
function [m:1] calculate_syndrome(input [n:0] cw);
  integer p_idx, cw_idx;
begin
    calculate_syndrome = 0;
    for (p_idx =1; p_idx <=m; p_idx++)   
    for (cw_idx=1; cw_idx<=n; cw_idx++)  
      if (|(2**(p_idx-1) & cw_idx)) calculate_syndrome[p_idx] = calculate_syndrome[p_idx] ^ cw[cw_idx];
end
endfunction  
function [n:0] correct_codeword(input [n:0] cw, input [m:1] syndrome);
    correct_codeword = cw;
    correct_codeword[syndrome] = ~correct_codeword[syndrome];
endfunction  
function [K-1:0] extract_q(input [n:0] cw);
  integer bit_idx, cw_idx;
begin
    bit_idx=0;  
    for (cw_idx=1; cw_idx<=n; cw_idx++)  
      if (2**$clog2(cw_idx) != cw_idx)
        extract_q[bit_idx++] = cw[cw_idx];
end
endfunction  
function is_power_of_2(input int arg);
    is_power_of_2 = (arg & (arg-1)) == 0;
endfunction
function information_error(input [m:1] syndrome);
begin
    information_error = |syndrome & !is_power_of_2(syndrome);
end
endfunction  
wire          parity;       
logic         parity_reg;
wire  [m  :1] syndrome;     
logic [m  :1] syndrome_reg;
wire  [n  :0] cw_fixed;     
wire  [n  :0] d;
logic [n  :0] d_reg;
wire  [K-1:0] q;
wire          sb_err;
wire          db_err;
wire          sb_fix;
assign d = P0_LSB ? d_i : {d_i[n-1:0],d_i[n]};
assign parity = ^d;
assign syndrome = calculate_syndrome(d);
generate
  if (LATENCY > 1)
  begin : gen_regi
      always @(posedge clk_i or negedge rst_ni)
        if (!rst_ni)
        begin
            d_reg        <= {n+1{1'b0}};
            parity_reg   <= 1'b0;
            syndrome_reg <= {m{1'b0}};
        end
        else if (clkena_i)
        begin
            d_reg        <= d;
            parity_reg   <= parity;
            syndrome_reg <= syndrome;
        end
  end
  else
  begin : gen_noregi
      assign d_reg        = d;
      assign parity_reg   = parity;
      assign syndrome_reg = syndrome;
  end
endgenerate
assign cw_fixed = correct_codeword(d_reg, syndrome_reg); 
assign q = extract_q(cw_fixed);
assign sb_err =  parity_reg & |syndrome_reg;
assign db_err = ~parity_reg & |syndrome_reg;
assign sb_fix =  parity_reg & |information_error(syndrome_reg);
generate
  if (LATENCY > 0)  
  begin : gen_rego  
      always @(posedge clk_i or negedge rst_ni)
        if (!rst_ni)
        begin
            q_o        <= {K{1'b0}};
            syndrome_o <= {m+1{1'b0}};
            sb_err_o   <= 1'b0;
            db_err_o   <= 1'b0;
            sb_fix_o   <= 1'b0;
        end
        else if (clkena_i)
        begin
            q_o        <= q;
            syndrome_o <= P0_LSB ? {syndrome_reg, parity_reg} : {parity_reg, syndrome_reg};
            sb_err_o   <= sb_err;
            db_err_o   <= db_err;
            sb_fix_o   <= sb_fix;
        end
  end
  else
  begin : gen_norego  
      always_comb
      begin
          q_o        = q;
          syndrome_o = P0_LSB ? {syndrome_reg, parity_reg} : {parity_reg, syndrome_reg};
          sb_err_o   = sb_err;
          db_err_o   = db_err;
          sb_fix_o   = sb_fix;
      end
  end
endgenerate
endmodule
</file>
==> flow_metrics.env <==
# yosys + openroad results
export IMPL_viasPerCell=4.86
export IMPL_end_kind="primary output"
export IMPL_met1_usage_pct=9.89
export IMPL_period_needed_ns=6.22
export IMPL_clkPwrFrac_pct=0
export IMPL_p_seq_share_pct=0
export IMPL_chipArea_um2=6400
export IMPL_max_stage_delay_ns=0.63
export IMPL_comb_power_share_pct=100.0
export IMPL_register_area_um2=0
export IMPL_num_io_pins=29
export IMPL_gr_usage_met3_pct=2.27
export IMPL_synth_top_cell_by_count="xnor2_1"
export IMPL_gp_congestion=0.946
export IMPL_setup_ws_ns=0.877
export IMPL_crit_fanout=7
export IMPL_period_used_pct=87.6
export IMPL_maxCapViolations=0
export IMPL_rsz0062_at_grt="no"
export IMPL_ys_cells=98
export IMPL_clkbuf_count=0
export IMPL_critPathLaunchType="primary input"
export IMPL_warnings=35
export IMPL_area_delta_synth_final_pct=36.9
export IMPL_yosys_area_um2=886
export IMPL_firstDrtPassIters=4
export IMPL_min_from="d_i[7]"
export IMPL_syn_area_um2=886
export IMPL_postCtsSetupRepairBufs=0
export IMPL_slew_headroom_pct=70.6
export IMPL_fin_setup_tns_ns=0
export IMPL_min_path_cells=4
export IMPL_fmax_ghz=0.161
export IMPL_fp_dieH_um=80
export IMPL_top_cells_by_area="xnor2_1 14%, xnor3_1 10%, ha_1 7.1%"
export IMPL_drt_total_wl_um=2330
export IMPL_globalRouteMet2Util_pct=11.3
export IMPL_crit_slowest_cell="clkdlybuf4s50_1"
export IMPL_seq_cells=0
export IMPL_grt_pass1_wl_um=3930
export IMPL_grt_busiest_layer="met2"
export IMPL_core_um2=3420
export IMPL_ant_nets=0
export IMPL_setup_viol_count_final=0
export IMPL_insertedDiodeCount=0
export IMPL_gr_usage_all_layers_pct=7.23
export IMPL_placementRows=21
export IMPL_worst_pin_slew_ns=0.441
export IMPL_hold_viol_final=0
export IMPL_crit_path_start="d_i[6]"
export IMPL_arrival_ns=4.80
export IMPL_cp_required_ns=5.68
export IMPL_power_density_nw_per_um2=205
export IMPL_postSynthSeqShare_pct=0
export IMPL_port_buffers=29
export IMPL_initial_core_util_pct=25.9
export IMPL_synthCells=98
export IMPL_path_common_cell="clkdlybuf4s50_1"
export IMPL_syn_avg_cell_area_um2=9.04
export IMPL_vias=821
export IMPL_fill_cells=357
export IMPL_p_leak_nw=0.470
export IMPL_gr_total_overflow=0
export IMPL_peakVddDrop_mv=0.0897
export IMPL_ctsHoldBuffers=0
export IMPL_critPathKind="in -> out"
export IMPL_wire_per_inst_um=13.8
export IMPL_cts_repair_resized=0
export IMPL_layoutNonFillerInstCount=169
export IMPL_p_total_mw=0.248
export IMPL_drt_iter0_drc=31
export IMPL_synth_cell_types=44
export IMPL_chipWidth_um=80
export IMPL_yosysWarnings=2
export IMPL_status="complete, no violations"
export IMPL_hold_ws_ns=3.86
export IMPL_grt_pass1_vias=851
export IMPL_route_detailed_drc=0
export IMPL_switching_share_pct=47.3
export IMPL_hpwl_um=1990
export IMPL_crit_path_cell_trace="clkdlybuf4s50_1, xnor3_1, xnor2_2, inv_1, nand2_1, ha_1, or3_4, o31ai_1, clkdlybuf4s50_1"
export IMPL_synth_top_area_share_pct=13.8
export IMPL_common_cells="14 x xnor2_1, 9 x inv_1, 6 x o21ai_0, 6 x o31ai_1"
export IMPL_grt_max_degree=11
export IMPL_switchingPower_mw=0.117
export IMPL_internal_power_mw=0.131
export IMPL_post_place_ws_ns=0.844
export IMPL_post_synth_top_area_cell="xnor2_1"
export IMPL_layout_drive_gt1_share_pct=13.0
export IMPL_hold_class="in -> out"
export IMPL_place_inst=169
export IMPL_maxSlewViolCount=0
export IMPL_antenna_found_initial=0
layout make-up:
type	count	area, um^2	share of cell area (%)
repair buffers	29	290	23.9
well taps	46	57.6	4.75
inverters	9	33.8	2.79
multi-input cells	85	831	68.5
power groups by stage:
stage / sequential [mW] / clock, mW / combinational (mW)
global route: 0 / 0 / 0.273
finish: 0 / 0 / 0.248
CTS: 0 / 0 / 0.250
layout by cell type (no fill, tap or decap), types with 2 or more instances in the layout:
master            n
xnor2_2           3
inv_1             9
nand2_1           4
o21ai_0           6
nor3_1            3
xnor2_1          14
a21oi_1           2
o21ai_1           2
xor2_1            2
clkdlybuf4s50_1  29
o21ai_2           2
nor2_1            5
ha_1              5
xnor3_1           4
o31ai_1           6
path summary, 6_finish.rpt:
kind / end
setup / recovery: q_o[3]
hold / removal: q_o[7]
routing by layer:
metal / up-vias / wire [um]
li1: 412 / -
met1: 379 / 1100
met2: 30 / 964
met3: 0 / 266
met4: 0 / 0
met5: - / 0
stage by stage:
stage	util [%]	area [um^2]
floorplan	-	886
global placement	35.5	1210
detailed placement	35.5	1210
CTS	35.5	1210
global route	35.5	1210
finish	35.5	1210
critical path, delay by kind of cell:
| kind | cells | cell delay (ns) |
|---|---|---|
| simple gates | 2 | 0.57 |
| fa+ha+maj | 1 | 0.28 |
| compound gates | 1 | 0.22 |
| buf+inv | 3 | 1.34 |
| xor+xnor | 2 | 0.95 |
kinds of logic after synthesis:
kind of cell,share of synthesized area [%]
buf+inv,6.21
compound gates,26.0
fa+ha+maj,8.19
simple gates,15.8
xor+xnor,40.1
mux,3.67
Power is estimated from default activity; no workload was simulated.
